==> flow/config.mk <==
export PLATFORM = sky130hd
export DESIGN_NAME = mult_stage
export DESIGN_NICKNAME = mult_stage
export VERILOG_FILES = /design/flow/design.v
export SDC_FILE = /design/flow/constraint.sdc
export NUM_CORES = 4
export LEC_CHECK = 1
export CORE_UTILIZATION = 30
==> flow/constraint.sdc <==
current_design mult_stage

set clk_period 27.4
set clk_io_pct 0.2

create_clock -name clk0 -period $clk_period [get_ports {clock}]

set non_clock_inputs [all_inputs -no_clocks]
set_input_delay [expr $clk_period * $clk_io_pct] -clock clk0 $non_clock_inputs
set_output_delay [expr $clk_period * $clk_io_pct] -clock clk0 [all_outputs]
==> flow/design.v <==
module mult_stage(clock,
                  reset,
                  enable,
                  product_in,
                  mplier_in,
                  mcand_in,
                  ROB_num_in,
                  PRN_num_in,
                  start,
                  product_out,
                  mplier_out,
                  mcand_out,
                  ROB_num_out,
                  PRN_num_out,
                  done);
  input         clock,  reset,  start,  enable;
  input [63:0]  product_in, mplier_in, mcand_in;
  input  [5:0]  ROB_num_in;
  input  [6:0]  PRN_num_in;
  output        done;
  output [63:0] product_out, mplier_out, mcand_out;
  output  [5:0] ROB_num_out;
  output  [6:0] PRN_num_out;
  reg  [63:0]   prod_in_reg, partial_prod_reg;
  wire [63:0]   partial_product, next_mplier, next_mcand;
  wire  [5:0]   next_ROB_num;
  wire  [6:0]   next_PRN_num;
  reg [63:0]    mplier_out, mcand_out;
  reg  [5:0]    ROB_num_out;
  reg  [6:0]    PRN_num_out;
  reg done;
  assign product_out = prod_in_reg + partial_prod_reg;
  assign partial_product = mplier_in[15:0] * mcand_in;
  assign next_mplier = {16'b0,mplier_in[63:16]};
  assign next_mcand = {mcand_in[47:0],16'b0};
  assign next_ROB_num = ROB_num_in;
  assign next_PRN_num = PRN_num_in;
  always @(posedge clock)
  begin
    if(enable)
    begin
    prod_in_reg      <= #1 product_in;
    partial_prod_reg <= #1 partial_product;
    mplier_out       <= #1 next_mplier;
    mcand_out        <= #1 next_mcand;
    ROB_num_out      <= #1 next_ROB_num;
    PRN_num_out      <= #1 next_PRN_num;
    end
  end
  always @(posedge clock)
  begin
    if(reset)
      done <= #1 1'b0;
    else
      done <= #1 start;
  end
endmodule
==> flow/run.sh <==
#!/bin/bash
# OpenROAD 26Q1-2900-gdf79404cd8, Yosys 0.63+post, stock flow scripts
make -C /OpenROAD-flow-scripts/flow DESIGN_CONFIG=/design/flow/config.mk WORK_HOME=/design/flow/orfs finish
==> flow_summary_export.csv <==
group,metric,value,unit
status,outcome,"complete, no violations",
synthesis,ys_seq_share,18.8,%
worst_setup_path,cp_max_fo,39,
detailed_routing,wl_per_cell,18.6,µm
finish,final_area,44700,µm²
clock_network,cts_tree,"built",
clock_network,cts.sinks,238,
timing,tightest_slew,1.07,ns
clock_network,cts_hold_buf,0,
placed_design,placed_area,43500,µm²
timing,drv_slew,0,
clock_network,cts_buffer_depth,3,
timing,max_slew_margin,28.1,%
floorplan,rows,130,
detailed_routing,drtAntennaViolNets,0,
clock_network,cts_buffers,38,
global_route,grt_pass1_vias,30000,
floorplan,initial_core_util,30.2,%
detailed_routing,vias_per_cell,4.67,
synthesis,edf_count,237,
worst_setup_path,slowest_stage,"nor4_2",
min_path,whs_endpoint,"mcand_out[63]",
synthesis,synth_area_per_cell,9.52,µm²
finish,fillers,12500,
flow_run,max-cap-violations,0,
floorplan,die_h,358,µm
finish,drive_gt1_share,4.26,%
synthesis,ys_chip_area,37900,µm²
timing,rsz0062_at_grt,"no",
timing,finalCriticalPeriod,12.71,ns
worst_setup_path,crit_path_max_incr_delay,0.72,ns
worst_setup_path,crit_chain,"buf_2, buf_4, nand2_1, fa_1, fa_1, fa_1, inv_1, fa_1, fa_1, inv_1, fa_1, inv_1, ha_1, a21oi_2, o21ai_1, a221o_1, nor4_2, nor4_1, o211a_1, o21ai_1, nand2_1, a311oi_2, xnor2_1",
floorplan,dieArea,128000,µm²
detailed_routing,dr.pass1.iters,6,
min_path,hold_path_class,"in -> reg",
detailed_routing,drtIter0Drc,1378,
floorplan,coreArea,126000,µm²
synthesis,ys_cells,3984,
global_route,grt-ovfl-total,0,
global_route,grt_pass1_wl,174,mm
timing,min_period_over_period,46.4,%
global_route,grt_max_degree,88,
synthesis,synthArstFlopShare,0,%
global_route,antenna_found_initial,0,
worst_setup_path,cp_common_cell,"fa_1",
min_path,whs_path_depth,1,
clock_network,postCtsSetupBuffers,0,
finish,final_cell_mix,"inv_1, fa_1, nand2_1",
detailed_routing,antenna-diode-count,0,
worst_setup_path,startpoint_type,"input pin",
finish,syn_to_final_growth,18.0,%
worst_setup_path,worst_setup_path_end_kind,"register",
worst_setup_path,path_class,"in -> reg",
worst_setup_path,arrival,13.05,ns
floorplan,die_w,358,µm
clock_network,clk_pin_slew,0.06,ns
placed_design,hpwl,86.1,mm
detailed_routing,drc,0,
finish,logic_area,26800,µm²
timing,setup_tns,0,ns
timing,hold_violations,0,
synthesis,synth_cell_types,77,
clock_network,htree_levels,2,
detailed_routing,vias,27900,
timing,setup_violations,0,
clock_network,root_buffer,"clkbuf_16",
global_route,grt_usage,18.9,%
synthesis,ff_type,"edfxtp_1",
synthesis,yosysWarnings,1,
flow_run,tool_warnings,25,
floorplan,num_io_pins,415,
placed_design,portBuffers,382,
finish,register_area,7140,µm²
finish,lay_top_count,"inv_1",
worst_setup_path,critPathRequiredTime,27.74,ns
synthesis,syn_area,37900,µm²
timing,fmax,0.0787,GHz
clock_network,cts_resized,0,
min_path,holdCritStartpoint,"enable",
detailed_routing,finalWirelength,111,mm
synthesis,netlist_instances,3984,
placed_design,gp_congestion,0.968,
synthesis,synth_flops,238,
routing by layer:
layer  share of wire [%]  global-route usage (%)
met4                 4.0                    5.61
met3                  11                    7.89
met5                   0                       0
met2                  46                    29.3
met1                  39                    24.7
Yosys cell counts, types with 10 or more instances:
library cell | number | area, µm²
buf_4 | 32 | 240
xnor2_1 | 96 | 841
ha_1 | 160 | 2000
nand4_1 | 26 | 163
o21a_1 | 10 | 75.1
nor3_1 | 28 | 140
nand2b_1 | 12 | 75.1
and2_1 | 275 | 1720
a21oi_1 | 131 | 656
edfxtp_1 | 237 | 7120
fa_1 | 753 | 15100
a21o_1 | 63 | 473
o211ai_1 | 15 | 113
nand2_1 | 731 | 2740
o21bai_1 | 28 | 210
nor2_1 | 71 | 267
nor2b_1 | 18 | 113
xor2_1 | 43 | 377
o21ai_0 | 66 | 330
nand3_1 | 25 | 125
clkbuf_1 | 181 | 679
inv_1 | 822 | 3090
a211oi_1 | 12 | 90.1
and3_1 | 12 | 75.1
how the worst max path moves through the flow:
stage | from | endpoint | cells after the start
final | mplier_in[1] | partial_prod_reg[59] | 23
after CTS | mplier_in[1] | partial_prod_reg[62] | 23
after global routing | mplier_in[1] | partial_prod_reg[59] | 23
layout make-up:
type / count / area share, %
well taps: 1650 / 4.61
clock buffers: 42 / 2.21
clock inverters: 27 / 0.534
flip-flops and latches: 238 / 15.9
repair buffers: 464 / 9.81
multi-input cells: 2729 / 60.0
inverters: 822 / 6.90
worst max-delay path: cells and delay by family:
family	cells	cell delay, ns
buf+inv	5	1.22
compound gates	6	1.60
xor+xnor	1	0.09
simple gates	4	1.24
fa+ha+maj	7	3.38
kinds of logic after synthesis:
logic type                 after synthesis  synth area share (%)
other                                    1               0.00989
xor gates and xnor gates               139                  3.21
DFF                                    238                  18.8
and+or+nand+nor                       1235                  15.0
adders and majority gates              913                  45.0
buffers and inverters                 1048                  10.7
AOI/OAI and AO/OA                      408                  7.12
muxes                                    2                0.0528
through the flow:
| step | util, % | hold WS, ns | std cells | setup slack [ns] |
|---|---|---|---|---|
| final | 35.6 | 5.34 | 5972 | 14.69 |
| after global routing | 35.6 | 5.35 | 5972 | 14.22 |
| after CTS | 35.6 | 5.32 | 5972 | 14.69 |
| after detailed placement | 34.7 | 5.99 | 5903 | 14.02 |
| after global placement | 34.7 | 5.99 | 5903 | 14.14 |
| after floorplan | - | 5.55 | 4015 | 15.60 |
