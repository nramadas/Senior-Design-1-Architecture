File: flow/config.mk
export PLATFORM = sky130hd
export DESIGN_NAME = ps_96
export DESIGN_NICKNAME = ps_96
export VERILOG_FILES = /design/flow/design.v
export SDC_FILE = /design/flow/constraint.sdc
export NUM_CORES = 4
export LEC_CHECK = 1
export CORE_AREA = 10 10 95 95
export DIE_AREA = 0 0 105 105
File: flow/constraint.sdc
current_design ps_96

set clk_period 8.8
set clk_io_pct 0.2

create_clock -name clk0 -period $clk_period

set non_clock_inputs [all_inputs -no_clocks]
set_input_delay [expr $clk_period * $clk_io_pct] -clock clk0 $non_clock_inputs
set_output_delay [expr $clk_period * $clk_io_pct] -clock clk0 [all_outputs]
File: flow/design.v
module ps2(req, en, gnt, req_up);
	input [1:0] req;
	input en;
	output [1:0] gnt;
	output req_up;
	assign req_up = req[0] | req[1];  
	assign gnt[0] = en & ~req[1] & req[0];
	assign gnt[1] = en & req[1];
endmodule
module ps4(req, en, gnt, req_up);
	input [3:0] req;
	input en;
	output [3:0] gnt;
	output req_up;
	wire [3:0] tmp;
	wire [1:0] tmp_req_up;
	wire [1:0] out;	
	ps2 right(.req(req[1:0]), .en(en),  .gnt(tmp[1:0]), .req_up(tmp_req_up[0]));
	ps2 left(.req(req[3:2]), .en(en), .gnt(tmp[3:2]), .req_up(tmp_req_up[1]));
	ps2 top(.req(tmp_req_up), .en(en), .gnt(out), .req_up(req_up));
	assign gnt[3:0] = (out == 2'b01) ? {2'b00,tmp[1:0]}: {tmp[3:2],2'b00}; 
endmodule
module ps8(req, en, gnt, req_up);
        input [7:0] req;
        input en;
        output [7:0] gnt;
        output req_up;
        wire [7:0] tmp;
        wire [1:0] tmp_req_up;
        wire [1:0] out;
        ps4 right(.req(req[3:0]), .en(en), .gnt(tmp[3:0]), .req_up(tmp_req_up[0]));
        ps4 left(.req(req[7:4]), .en(en), .gnt(tmp[7:4]), .req_up(tmp_req_up[1]));
	ps2 top(.req(tmp_req_up), .en(en), .gnt(out), .req_up(req_up));       
	assign gnt[7:0] = (out == 2'b01) ? {4'b0000,tmp[3:0]}:{tmp[7:4], 4'b0000}; 
endmodule
module ps16(req, en, gnt, req_up);
       input [15:0] req;
        input en;
        output [15:0] gnt;
        output req_up;
        wire [15:0] tmp;
        wire [1:0] tmp_req_up;
        wire [1:0] out;
        ps8 right(.req(req[7:0]), .en(en), .gnt(tmp[7:0]), .req_up(tmp_req_up[0]));
        ps8 left(.req(req[15:8]), .en(en), .gnt(tmp[15:8]), .req_up(tmp_req_up[1]));
	ps2 top(.req(tmp_req_up), .en(en), .gnt(out), .req_up(req_up));       
	assign gnt[15:0] = (out == 2'b01) ? {8'b00000000,tmp[7:0]}:{tmp[15:8], 8'b00000000}; 
endmodule
module ps_96 (req, en, gnt, req_up);
parameter NUM_BITS	= 96;
	input [NUM_BITS-1:0] req;
	input                en;
	output [NUM_BITS-1:0] gnt;
	output                req_up;
        wire   [NUM_BITS-2:0] req_ups;
        wire   [NUM_BITS-2:0] enables;
        assign req_up = req_ups[NUM_BITS-2];
        assign enables[NUM_BITS-2] = en;
        genvar i,j;
        generate
          if ( NUM_BITS == 2 )
          begin
            ps2 single (.req(req),.en(en),.gnt(gnt),.req_up(req_up));
          end
          else
          begin
            for(i=0;i<NUM_BITS/2;i=i+1)
            begin : foo
              ps2 base ( .req(req[2*i+1:2*i]), 
                         .en(enables[i]),
                         .gnt(gnt[2*i+1:2*i]),
                         .req_up(req_ups[i])
                       );
            end
            for(j=NUM_BITS/2;j<=NUM_BITS-2;j=j+1)
            begin : bar
              ps2 top ( .req(req_ups[2*j-NUM_BITS+1:2*j-NUM_BITS]),
                        .en(enables[j]),
                        .gnt(enables[2*j-NUM_BITS+1:2*j-NUM_BITS]),
                        .req_up(req_ups[j])
                      );
            end
          end
        endgenerate
endmodule
File: flow/run.sh
#!/bin/bash
# OpenROAD 26Q1-2900-gdf79404cd8, Yosys 0.63+post, stock flow scripts
make -C /OpenROAD-flow-scripts/flow DESIGN_CONFIG=/design/flow/config.mk WORK_HOME=/design/flow/orfs finish
==> impl_metrics.json <==
{
  "ff_count": 0,
  "route.detailed.drc": 0,
  "firstDrtPassIters": 4,
  "arrival_ps": 4840,
  "ys_area_sq_um": 1550,
  "routed_via_density": 5.13,
  "path_class": "input port to output pin",
  "critPathMaxStageDelay_ps": 740,
  "ys_cells": 262,
  "ys_seq_share_pct": 0,
  "vias": 2784,
  "maxCapViolations": 0,
  "rsz0062_at_grt": "false",
  "antenna_found_initial": 0,
  "hold_buffers": 0,
  "rows": 30,
  "cp_max_fo": 12,
  "synth_area_sq_um": 1550,
  "postCtsSetupBuffers": 0,
  "max_freq_ghz": 0.151,
  "crit_family": "simple AND/OR/NAND/NOR gates",
  "hold_viol": 0,
  "post_synth_num_cell_types": 32,
  "yosys_warnings": 0,
  "synthAoiAreaFrac_pct": 0,
  "use_met1_pct": 19.3,
  "grt_first_pass_wirelength_microns": 14800,
  "finalCriticalPeriod_ps": 6600,
  "status": "finished clean",
  "avgSynthCellArea_sq_um": 5.91,
  "p_leak_nw": 1.14,
  "placed_cells": 543,
  "use_met3_pct": 5.71,
  "irDropWorstVdd_mv": 0.0110,
  "place.gp.congestion": 0.859,
  "overflow": 0,
  "tool_warnings": 32,
  "die_area_sq_um": 11000,
  "grt_max_degree": 33,
  "hpwl_microns": 8530,
  "crit_top_cell": "clkdlybuf4s50_1",
  "cp_data_required_time_ps": 7040,
  "grt_pass1_vias": 2684,
  "drive_gt1_share_pct": 2.24,
  "relSlewSlack_pct": 43.0,
  "io_pins": 194,
  "cts_resized": 0,
  "gr-usage-all-layers_pct": 16.3,
  "worstSetupEndpointType": "output pin",
  "wl_per_cell_microns": 18.0,
  "setup_violations": 0,
  "ys_sh_mux_pct": 0,
  "crit_buf_inv": 2,
  "start_kind": "input port",
  "portBuffers": 194,
  "dr.first_iter.drc_count": 100,
  "die_h_microns": 105,
  "logic_family": "simple AND/OR/NAND/NOR gates",
  "seqCellArea_sq_um": 0,
  "holdCritPathClass": "input port to output pin",
  "xor_area_share_pct": 0,
  "busiest_layer": "met2",
  "cp_slowest_cell": "nor4_1",
  "die_w_microns": 105,
  "postSynthCellCount": 262,
  "ys_sh_adder_pct": 0,
  "diodes": 0,
  "period_used_pct": 75.1,
  "core_util_floorplan_pct": 22.4,
  "area_delta_synth_final_pct": 132,
  "worst_pin_slew_ps": 847,
  "pwr_density_cell_nw_per_um2": 20.7,
  "antenna_left": 0,
  "fin_cells": 543,
  "grt_use_met2_pct": 29.0,
  "finalHoldWorstSlack_ps": 4470,
  "clkbuf_count": 0,
  "ys_sh_simple_pct": 96.0,
  "core-area_sq_um": 6910,
  "crit_chain": "clkdlybuf4s50_1 -> nor4_1 -> and4_1 -> nand4_1 -> nor4bb_1 -> clkdlybuf4s50_1",
  "fill_cells": 699,
  "tns_ps": 0,
  "finalMaxSlewViolations": 0,
  "wl_microns": 9770
}
## routing by layer
layer,vias to the layer above,share of wire [%]
li1,1411,-
met1,1243,41
met2,124,49
met3,6,9.5
met4,0,0.76
met5,-,0
## synth_stat cells (5+ instances only)
cell type / number / area share (%)
clkbuf_1: 10 / 2.4
and2_1: 12 / 4.8
nor2_1: 43 / 10
nor3_1: 30 / 9.7
nand3_1: 24 / 7.8
and4b_1: 6 / 3.9
nand4_1: 13 / 5.3
and3_1: 16 / 6.5
and3b_1: 6 / 3.4
nor4_1: 35 / 14
and4_1: 5 / 2.8
nor4b_1: 7 / 4.0
nand4b_1: 10 / 5.7
nand2_1: 14 / 3.4
## cell families after synthesis
logic type | Yosys count
simple gates | 246
buf+inv | 16
## final cells by class
class	count	area, sq um	area share [%]
Tap cell	96	120	3.34
Timing Repair Buffer	198	1970	54.9
Inverter	3	11.3	0.314
Multi-Input combinational cell	246	1490	41.4
## cells in the final DEF (no fill, tap or decap), types with 2 or more instances in the layout
cell type and n:
nand2b_1 2, nor3b_1 4, or4_1 3, nor2_1 43, nand4b_1 10, nand4_1 13, nor3_1 30, nand2_1 14
nand3b_1 4, and3b_1 6, and2_1 12, and4_1 5, and3_1 16, clkdlybuf4s50_1 194, buf_4 4, inv_1 3
and4b_1 6, nor4_1 35, nand3_1 24, nor4b_1 7, nor2b_1 2
## final timing paths
kind                     from  endpoint  cells past startpoint
worst min-delay path  req[24]   gnt[24]                      4
worst max-delay path  req[27]    gnt[2]                      6
## per-stage QoR
step	worst slack, ps	util [%]	instance area, sq um	power, mW
2_1_floorplan	3770	-	1550	0.0148
3_3_place_gp	2210	52.0	3590	0.0737
3_5_place_dp	2140	52.0	3590	0.0741
4_1_cts	2140	52.0	3590	0.0744
5_1_grt	1790	52.0	3590	0.0805
6_report	2200	52.0	3590	0.0743
## power by group
group,leakage (nW),internal (mW),switching [mW]
sequential,0,0,0
clock,0,0,0
combinational,1.14,0.0476,0.0267
Power is estimated from default activity; no workload was simulated.
