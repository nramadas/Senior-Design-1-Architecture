**./design.v**
```verilog
module rev_ps_96 (req, en, gnt, req_up);
parameter NUM_BITS	= 96;
	input [NUM_BITS-1:0] req;
	input                en;
	output [NUM_BITS-1:0] gnt;
	output                req_up;
        wire   [NUM_BITS-2:0] req_ups;
        wire   [NUM_BITS-2:0] enables;
        assign req_up = req_ups[NUM_BITS-2];
        assign enables[NUM_BITS-2] = en;
        genvar i,j;
        generate
          if ( NUM_BITS == 2 )
          begin
            ps2A single (.req(req),.en(en),.gnt(gnt),.req_up(req_up));
          end
          else
          begin
            for(i=0;i<NUM_BITS/2;i=i+1)
            begin : foo
              ps2A base ( .req(req[2*i+1:2*i]), 
                         .en(enables[i]),
                         .gnt(gnt[2*i+1:2*i]),
                         .req_up(req_ups[i])
                       );
            end
            for(j=NUM_BITS/2;j<=NUM_BITS-2;j=j+1)
            begin : bar
              ps2A top ( .req(req_ups[2*j-NUM_BITS+1:2*j-NUM_BITS]),
                        .en(enables[j]),
                        .gnt(enables[2*j-NUM_BITS+1:2*j-NUM_BITS]),
                        .req_up(req_ups[j])
                      );
            end
          end
        endgenerate
endmodule
module ps2A(req, en, gnt, req_up);
        input [1:0] req;
        input       en;
        output [1:0] gnt;
        output       req_up;
        assign gnt[1] = en & req[1] & !req[0];
        assign gnt[0] = en & req[0];
        assign req_up = req[1] | req[0];
endmodule
```
**./run.sh**
```bash
#!/bin/bash
# OpenROAD 26Q1-2900-gdf79404cd8, Yosys 0.63+post, stock flow scripts
make -C /OpenROAD-flow-scripts/flow DESIGN_CONFIG=/design/flow/config.mk WORK_HOME=/design/flow/orfs finish
```
**./config.mk**
```make
export PLATFORM = sky130hd
export DESIGN_NAME = rev_ps_96
export DESIGN_NICKNAME = rev_ps_96
export VERILOG_FILES = /design/flow/design.v
export SDC_FILE = /design/flow/constraint.sdc
export NUM_CORES = 4
export LEC_CHECK = 1
export CORE_AREA = 10 10 109 109
export DIE_AREA = 0 0 119 119
```
**./constraint.sdc**
```tcl
current_design rev_ps_96

set clk_period 6.6
set clk_io_pct 0.2

create_clock -name clk0 -period $clk_period

set non_clock_inputs [all_inputs -no_clocks]
set_input_delay [expr $clk_period * $clk_io_pct] -clock clk0 $non_clock_inputs
set_output_delay [expr $clk_period * $clk_io_pct] -clock clk0 [all_outputs]
```
==> run_summary.xml <==
<?xml version="1.0" encoding="UTF-8"?>
<metrics>
  <group name="run_status">
    <metric name="outcome" unit="">completed</metric>
  </group>
  <group name="setup_path">
    <metric name="critical_path_peak_fanout" unit="">15</metric>
    <metric name="criticalPathCategory" unit="">primary input to output port</metric>
    <metric name="crit_path_end" unit="">gnt[61]</metric>
    <metric name="crit_start" unit="">req[72]</metric>
    <metric name="cp.arrival" unit="ns">4.62</metric>
    <metric name="path_cells" unit="">clkdlybuf4s50_1 &gt; or4_4 &gt; nor4b_2 &gt; nand2_1 &gt; or3_1 &gt; nor4_1 &gt; clkdlybuf4s50_1</metric>
    <metric name="worst-endpoint-required" unit="ns">5.28</metric>
    <metric name="endpoint_kind" unit="">output port</metric>
    <metric name="critical_path.max_stage_delay" unit="ns">0.64</metric>
    <metric name="critPathMostFrequentCell" unit="">sky130_fd_sc_hd__clkdlybuf4s50_1</metric>
    <metric name="cp-start-kind" unit="">primary input</metric>
    <metric name="slowest_stage_cell_cp" unit="">sky130_fd_sc_hd__or3_1</metric>
  </group>
  <group name="placed_design">
    <metric name="gp_congestion" unit="">0.817</metric>
    <metric name="place.detailed.hpwl" unit="mm">8.49</metric>
    <metric name="dp.cells" unit="">556</metric>
    <metric name="port_buffers" unit="">194</metric>
  </group>
  <group name="grt">
    <metric name="globalRouteOverflowTotal" unit="">0</metric>
    <metric name="grt_max_degree" unit="">16</metric>
    <metric name="vias_in_the_first_global_route" unit="">2559</metric>
    <metric name="first_pass_grt_wire_length" unit="mm">14.0</metric>
    <metric name="gr-usage-all-layers" unit="%">12.0</metric>
    <metric name="antenna_violations_before_repair" unit="">0</metric>
  </group>
  <group name="logic_synthesis">
    <metric name="synth_area_per_cell" unit="µm²">6.22</metric>
    <metric name="cells_in_synth_stat_txt" unit="">234</metric>
    <metric name="yosysSeqAreaShare" unit="%">0</metric>
    <metric name="syn-instance-count" unit="">234</metric>
    <metric name="ys_chip_area" unit="µm²">1460</metric>
    <metric name="yosys.cell_types.count" unit="">31</metric>
    <metric name="yosys_warnings" unit="">0</metric>
    <metric name="syn-cell-area" unit="µm²">1460</metric>
  </group>
  <group name="final_layout">
    <metric name="clock_buffer_count" unit="">0</metric>
    <metric name="seq_cells" unit="">0</metric>
    <metric name="regArea" unit="µm²">0</metric>
    <metric name="area_growth" unit="%">143</metric>
    <metric name="layoutNonFillerInstCount" unit="">556</metric>
    <metric name="layout-drive-gt1-share" unit="%">3.07</metric>
    <metric name="filler_cell_count" unit="">1042</metric>
    <metric name="combGateArea" unit="µm²">1380</metric>
  </group>
  <group name="detailed_routing">
    <metric name="route.detailed.wl_per_inst" unit="µm">16.8</metric>
    <metric name="detailroute.via_count" unit="">2575</metric>
    <metric name="topRoutingLayerUsed" unit="">met3</metric>
    <metric name="drt_wl_total" unit="mm">9.35</metric>
    <metric name="met2_length" unit="mm">4.81</metric>
    <metric name="met1Wirelength" unit="mm">3.69</metric>
    <metric name="drt_iter0_drc" unit="">95</metric>
    <metric name="viasPerCell" unit="">4.63</metric>
    <metric name="detail_route.first_pass.iterations" unit="">4</metric>
    <metric name="met3WireLength" unit="µm">848</metric>
    <metric name="drc" unit="">0</metric>
    <metric name="antenna_diode_count" unit="">0</metric>
    <metric name="antenna_viol_nets_final" unit="">0</metric>
  </group>
  <group name="cts">
    <metric name="number_of_buffers_added_for_setup_after_cts" unit="">0</metric>
    <metric name="cts_hold_buffers" unit="">0</metric>
    <metric name="cts_resized" unit="">0</metric>
  </group>
  <group name="flow_run">
    <metric name="log.warning_count" unit="">32</metric>
    <metric name="timing.max_cap.violations" unit="">0</metric>
  </group>
  <group name="sta">
    <metric name="unrepaired_setup_endpoints_after_global_routing" unit="">no</metric>
    <metric name="fmax" unit="MHz">168</metric>
    <metric name="setup_total_negative_slack" unit="ns">0</metric>
    <metric name="final_period_minus_worst_setup_slack" unit="ns">5.94</metric>
    <metric name="final.hold.worst_slack" unit="ns">3.56</metric>
    <metric name="timing_worst_slew_pin_value" unit="ns">0.683</metric>
    <metric name="min_period_over_period" unit="%">90.0</metric>
    <metric name="timing.max_slew.rel_slack" unit="%">54.0</metric>
    <metric name="hold_viol_final" unit="">0</metric>
    <metric name="finalMaxSlewViolations" unit="">0</metric>
    <metric name="final_setup_violations" unit="">0</metric>
  </group>
  <group name="floorplan">
    <metric name="initial_utilization" unit="%">15.1</metric>
    <metric name="die_area" unit="µm²">14200</metric>
    <metric name="rows" unit="">36</metric>
    <metric name="chipWidth" unit="µm">119</metric>
    <metric name="core_area" unit="µm²">9640</metric>
    <metric name="die_h" unit="µm">119</metric>
    <metric name="pin_count" unit="">194</metric>
  </group>
  <group name="power">
    <metric name="report.power.total" unit="µW">95.9</metric>
    <metric name="ir_drop" unit="µV">14.7</metric>
    <metric name="power.density" unit="nW/µm²">27.1</metric>
    <metric name="p_leak" unit="µW">0.00120</metric>
  </group>
  <group name="min_path">
    <metric name="timing.hold.worst.class" unit="">primary input to output port</metric>
  </group>
</metrics>
## power by group
| group | total, µW | internal, µW | switching (µW) |
|---|---|---|---|
| Combinational | 95.9 | 62.7 | 33.2 |
| Sequential | 0 | 0 | 0 |
| Clock | 0 | 0 | 0 |
| Total | 95.9 | 62.7 | 33.2 |
## stage by stage
step | cell area [µm²] | utilization [%] | setup WS (ns)
after floorplan | 1460 | - | 2.00
after detailed placement | 3540 | 36.7 | 0.608
after CTS | 3540 | 36.7 | 0.622
final | 3540 | 36.7 | 0.659
after global routing | 3540 | 36.7 | 0.402
after global placement | 3540 | 36.7 | 0.652
## per-layer routing
layer	vias up	track usage, %
met3	0	4.27
li1	1309	-
met2	105	22.6
met1	1161	13.3
met4	0	0
met5	-	0
## layout make-up
class | count | area share (%)
Inverter | 8 | 0.849
Multi-Input combinational cell | 219 | 39.1
Tap cell | 133 | 4.70
Timing Repair Buffer | 196 | 55.3
## synth_stat cells (2+ instances only)
library cell / instances / area share, %
sky130_fd_sc_hd__nor3_1: 21 / 7.2
sky130_fd_sc_hd__and4b_1: 10 / 6.9
sky130_fd_sc_hd__nand2_1: 20 / 5.2
sky130_fd_sc_hd__nor2b_1: 2 / 0.86
sky130_fd_sc_hd__nand3b_1: 5 / 2.6
sky130_fd_sc_hd__nand2b_1: 6 / 2.6
sky130_fd_sc_hd__and4_1: 7 / 4.2
sky130_fd_sc_hd__nand4_1: 4 / 1.7
sky130_fd_sc_hd__nor4_1: 34 / 15
sky130_fd_sc_hd__or4_4: 4 / 3.1
sky130_fd_sc_hd__or2_2: 2 / 0.86
sky130_fd_sc_hd__inv_1: 8 / 2.1
sky130_fd_sc_hd__and3_1: 18 / 7.7
sky130_fd_sc_hd__nor2_1: 33 / 8.5
sky130_fd_sc_hd__clkbuf_1: 4 / 1.0
sky130_fd_sc_hd__nand3_1: 8 / 2.7
sky130_fd_sc_hd__nor4b_1: 8 / 4.8
sky130_fd_sc_hd__buf_6: 2 / 1.5
sky130_fd_sc_hd__and2_1: 12 / 5.2
sky130_fd_sc_hd__nand4b_1: 4 / 2.4
sky130_fd_sc_hd__and3b_1: 5 / 3.0
sky130_fd_sc_hd__nor4b_2: 3 / 3.1
sky130_fd_sc_hd__nor3b_1: 6 / 3.1
## cells by family after synthesis
group | Yosys count | synth area share, %
buffers and inverters | 15 | 4.98
AND/OR/NAND/NOR | 217 | 93.9
AND-OR/OR-AND | 2 | 1.12
## worst min-delay path by stage
stage | start | end | slack, ns | cells past startpoint
4_1_cts | req[22] | gnt[22] | 3.57 | 4
5_1_grt | req[22] | gnt[22] | 3.63 | 4
6_report | req[22] | gnt[22] | 3.56 | 4
## worst max-delay path, delay by kind of cell
| kind | cells | cell delay [ns] |
|---|---|---|
| buffers and inverters | 2 | 1.02 |
| AND/OR/NAND/NOR | 5 | 2.28 |
## layout by cell type (no fill, tap or decap), drive strengths merged, types with 6 or more instances in the layout
cell type / n
and2: 12
and3: 18
and4: 7
and4b: 10
clkdlybuf4s50: 194
inv: 8
nand2: 20
nand2b: 6
nand3: 8
nor2: 33
nor3: 22
nor3b: 6
nor4: 34
nor4b: 11
Power and IR drop assume default switching activity.
